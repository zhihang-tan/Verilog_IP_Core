$ cat flow/design.v
module uart_bytes_rx
#(
	parameter	integer	BYTES 	 = 5			,				 
	parameter	integer	BPS		 = 9600			,				 
	parameter 	integer	CLK_FRE	 = 50_000_000					 
)
(
	input 							sys_clk			,			 
	input 							sys_rst_n		,			 
	output	[(BYTES * 8 - 1):0] 	uart_bytes_data	,			 
	output							uart_bytes_vld	,			 
	input 							uart_rxd					 
);
reg	[(BYTES*8-1):0]		uart_bytes_data_reg;					 
reg						uart_bytes_vld_reg;						 
reg	[9:0]				byte_cnt;								 
wire	[7:0]			uart_sing_data;							 
wire					uart_sing_done;							 
assign uart_bytes_data = uart_bytes_data_reg;
assign uart_bytes_vld  = uart_bytes_vld_reg;
always @(posedge sys_clk or negedge sys_rst_n)begin		
	if(!sys_rst_n)		
		uart_bytes_data_reg <= 0;												
	else if(uart_sing_done)begin									 
		if(BYTES == 1)												 
			uart_bytes_data_reg <= uart_sing_data;											
		else														 
			uart_bytes_data_reg <= {uart_sing_data,uart_bytes_data_reg[(BYTES*8-1)-:(BYTES-1)*8]};														
	end	
	else		
		uart_bytes_data_reg <= uart_bytes_data_reg;				
end
always @(posedge sys_clk or negedge sys_rst_n)begin		
	if(!sys_rst_n)		
		byte_cnt <= 0;		
	else if(uart_sing_done && byte_cnt == BYTES - 1)			 
		byte_cnt <= 0;										
	else if(uart_sing_done)										 
		byte_cnt <= byte_cnt + 1'b1;						
	else		
		byte_cnt <= byte_cnt;			
end
always @(posedge sys_clk or negedge sys_rst_n)begin
	if(!sys_rst_n)
		uart_bytes_vld_reg <= 1'b0;
	else if(uart_sing_done && byte_cnt == BYTES - 1)			 
		uart_bytes_vld_reg <= 1'b1;
	else 
		uart_bytes_vld_reg <= 1'b0;
end
uart_rx #(
	.BPS			(BPS			),		
	.CLK_FRE		(CLK_FRE		)		
)	
uart_rx_inst
(	
	.sys_clk		(sys_clk		),			
	.sys_rst_n		(sys_rst_n		),	
	.uart_rx_done	(uart_sing_done	),			
	.uart_rx_data	(uart_sing_data	),			
	.uart_rxd		(uart_rxd		)
);
endmodule 
module uart_rx
#(
	parameter	integer	BPS		= 9_600		,		 
	parameter 	integer	CLK_FRE	= 50_000_000		 
)	
(	
	input 				sys_clk			,			 
	input 				sys_rst_n		,			 
	input 				uart_rxd		,			 
	output reg 			uart_rx_done	,			 
	output reg [7:0]	uart_rx_data				 
);
localparam	integer	BPS_CNT = CLK_FRE / BPS;		 
reg 			uart_rx_d1		;					 
reg 			uart_rx_d2		;					 
reg 			uart_rx_d3		;					 
reg [31:0]		clk_cnt			;					 
reg [3:0]  		bit_cnt			;					 
reg 			rx_en			;					 
reg [7:0]		uart_rx_data_reg;					 
wire 			neg_uart_rxd	;					 
assign	neg_uart_rxd = uart_rx_d3 & (~uart_rx_d2);	 
always@(posedge sys_clk or negedge sys_rst_n)begin
	if(!sys_rst_n)begin
		uart_rx_d1 <= 1'b0;
		uart_rx_d2 <= 1'b0;
		uart_rx_d3 <= 1'b0;
	end
	else begin
		uart_rx_d1 <= uart_rxd;
		uart_rx_d2 <= uart_rx_d1;
		uart_rx_d3 <= uart_rx_d2;
	end		
end
always@(posedge sys_clk or negedge sys_rst_n)begin
	if(!sys_rst_n)
		rx_en <= 1'b0;
	else begin 
		if(neg_uart_rxd )								
			rx_en <= 1'b1;
		else if((bit_cnt == 4'd9) && (clk_cnt == BPS_CNT >> 1'b1) && (uart_rx_d3 == 1'b1) )
			rx_en <= 1'b0;
		else 
			rx_en <= rx_en;			
	end
end
always@(posedge sys_clk or negedge sys_rst_n)begin
	if(!sys_rst_n)begin
		uart_rx_done <= 1'b0;
		uart_rx_data <= 8'd0;
	end	
	else if((bit_cnt == 4'd9) && (clk_cnt == BPS_CNT >> 1'd1) && (uart_rx_d3 == 1'b1))begin		
		uart_rx_done <= 1'b1;									 
		uart_rx_data <= uart_rx_data_reg;	
	end							
	else begin					
		uart_rx_done <= 1'b0;									 
		uart_rx_data <= uart_rx_data;
	end
end
always@(posedge sys_clk or negedge sys_rst_n)begin
	if(!sys_rst_n)begin
		bit_cnt <= 4'd0;
		clk_cnt <= 32'd0;
	end
	else if(rx_en)begin					            			 
		if(clk_cnt < BPS_CNT - 1'b1)begin           			 
			clk_cnt <= clk_cnt + 1'b1;              			 
			bit_cnt <= bit_cnt;                     			 
		end                                         			
		else begin                                  			 
			clk_cnt <= 32'd0;                       			 
			bit_cnt <= bit_cnt + 1'b1;              			 
		end                                         			
	end                                             			
		else begin                                  			 
			bit_cnt <= 4'd0;                        			 
			clk_cnt <= 32'd0;                       			 
		end		
end
always@(posedge sys_clk or negedge sys_rst_n)begin
	if(!sys_rst_n)
		uart_rx_data_reg <= 8'd0;                            	 
	else if(rx_en)                                           	 
		if(clk_cnt == BPS_CNT >> 1'b1) begin                 	 
			case(bit_cnt)			                         	 
				4'd1:uart_rx_data_reg[0] <= uart_rx_d3;        	 
				4'd2:uart_rx_data_reg[1] <= uart_rx_d3;        	 
				4'd3:uart_rx_data_reg[2] <= uart_rx_d3;        	 
				4'd4:uart_rx_data_reg[3] <= uart_rx_d3;        	 
				4'd5:uart_rx_data_reg[4] <= uart_rx_d3;        	 
				4'd6:uart_rx_data_reg[5] <= uart_rx_d3;        	 
				4'd7:uart_rx_data_reg[6] <= uart_rx_d3;        	 
				4'd8:uart_rx_data_reg[7] <= uart_rx_d3;        	 
				default:;                                    	 
			endcase                                          	
		end                                                  	
		else                                                 	 
			uart_rx_data_reg <= uart_rx_data_reg;            
	else
		uart_rx_data_reg <= 8'd0;								 
end	
endmodule 
$ cat flow/run.sh
#!/bin/bash
# OpenROAD 26Q1-2900-gdf79404cd8, Yosys 0.63+post, stock flow scripts
make -C /OpenROAD-flow-scripts/flow DESIGN_CONFIG=/design/flow/config.mk WORK_HOME=/design/flow/orfs finish
$ cat flow/config.mk
export PLATFORM = sky130hd
export DESIGN_NAME = uart_bytes_rx
export DESIGN_NICKNAME = uart_bytes_rx
export VERILOG_FILES = /design/flow/design.v
export SDC_FILE = /design/flow/constraint.sdc
export NUM_CORES = 4
export LEC_CHECK = 1
export CORE_UTILIZATION = 40
$ cat flow/constraint.sdc
current_design uart_bytes_rx

set clk_period 3.6
set clk_io_pct 0.2

create_clock -name clk0 -period $clk_period [get_ports {sys_clk}]

set non_clock_inputs [all_inputs -no_clocks]
set_input_delay [expr $clk_period * $clk_io_pct] -clock clk0 $non_clock_inputs
set_output_delay [expr $clk_period * $clk_io_pct] -clock clk0 [all_outputs]
==> run summary <==
This memo summarizes the results of the implementation run.

Die
The die covers 11500 um2. The share of the core area taken by cells at floorplan is 41.0%. The floorplan has 38 rows. Per the OpenROAD floorplan log, the area of the core is 10800 um2.

The number of I/O pins is 44. Measured along the x axis, the die boundary spans 107 um. The vertical die dimension reported for this design is 107 um.

Detailed routing
The DRC violation count after routing is 0. Detailed-route iteration 0 reported a violation count of 74. The number of optimization iterations in the first detailed-route pass is 4.

The vias after detailed routing is 2742. The final antenna diode count is 0. Nets still carrying antenna violations after routing amount to 0. The detailed router reported a total wirelength of 7.15 mm. The number of vias per cell after detailed routing is 4.93. TritonRoute output was used to compute an average wire per cell of 12.9 um.

Yosys
Per the synthesis report, the dominant area consumer among library cells is sky130_fd_sc_hd__dfrtp_1. Yosys reported a register bit count of 108. The synthesis warning total is 2. The post-synthesis share of cell area spent on and-or and or-and gates is 2.17%. Sequential elements use 60.9% of the synthesized area. Per the synthesis report, the single largest cell type by area occupies 60.9% of cell area.

The synthesized netlist was found by Yosys to have 347 cells. Post-synthesis, Yosys gives the total cell area as 4440 um2. Before any placement, the netlist area is recorded as 4440 um2.

The fraction of registers with async set/reset is 100%. For reference, simple AND, OR, NAND and NOR cells occupy 14.2% of the area reported after synthesis. The adder-cell share of the synthesized area is 2.25%. The mux contribution to synthesized area is 14.7%. Counting distinct cell types in the post-synthesis netlist gives 38.

The post-synth count of flops with an enable pin is 0. For this run, the leading register cell type out of synthesis is sky130_fd_sc_hd__dfrtp_1. The area share of xor/xnor cells in the synthesized design is 3.75%. Synthesis produced a netlist whose cell count is 347. The average instance in the mapped netlist occupies 12.8 um2.

By area, the combinational part of the netlist is dominated by multiplexers. By area the synthesized netlist is led by sky130_fd_sc_hd__dfrtp_1 (61%), sky130_fd_sc_hd__mux2_2 (12%), sky130_fd_sc_hd__xnor2_1 (2.6%), sky130_fd_sc_hd__nand2_1 (2.5%), sky130_fd_sc_hd__ha_1 (2.3%).

STA
The portion of the clock cycle consumed by the worst path in the final layout is 69.8%. Per the slew report, the remaining headroom to the max-slew limit stands at 44.6%. The max-slew violation count is 0. The measured slew at the worst slew-check pin is 0.823 ns. Setup repair after global routing left no endpoint under its margin. After layout, the minimum clock period comes to 2.51 ns. The post-route setup TNS is 0 ns. In the final run the clock tree shows a worst skew of 0.0138 ns. The final timing report counts setup violations totalling 0. The final hold violation count recorded for this run is 0. The maximum achievable frequency is 0.398 GHz. Setup slack closes at 1.09 ns.

Setup path
Looking at the critical path, the single cell with the biggest stage delay is sky130_fd_sc_hd__nor4b_4. Per STA, the highest per-stage delay on the worst path measures 0.61 ns. The peak fanout along the critical path is 9.

The arrival time of data at the worst endpoint is listed as 2.77 ns. The kind of critical path is register to register. Per STA, the worst path is made up of inv_1 -> ha_1 -> or4b_1 -> nor4_4 -> nor4b_4 -> mux2_2. The launch point of the critical path was reported as uart_rx_inst.clk_cnt[0]$_DFF_PN0_. The kind of end point of the critical path is a register.

The source of the worst register-to-register timing path is uart_rx_inst.clk_cnt[0]$_DFF_PN0_. The required time of the worst setup path is 3.85 ns. The worst setup path is launched from a register.

Placed design
In this run, placement finished with an instance count of 540. The total half-perimeter wirelength after legalization and detailed placement is 4.90 mm. The final RePlAce weighted congestion is 0.850.

The count of input and output buffers is 43. OpenSTA, run right after detailed placement, puts the worst setup slack at 1.05 ns.

Global route
The total grt overflow is 0. The pin count of the biggest net entering global routing is 49. The first-pass GRT wire length is 12.3 mm. The number of antenna violations at the first check in global routing is 0. The number of global-route vias before repair was 2535. Total global-route track usage over all layers is 13.7%.

Clock tree
The clock reaches the later pin of the worst-skew pair after 0.37 ns. Counting the buffers created by CTS gives 9. CTS built an H-tree with a depth of 3. The clock tree root driver cell is sky130_fd_sc_hd__clkbuf_8. The number of sinks handled by clock tree synthesis is 108. TritonCTS built the clock tree. The number of hold buffers added after CTS was 0.

Buffers added to address setup during post-CTS repair amount to 0. The clock slew at the register clock pins of the worst setup and hold paths is 0.11 ns. CTS reports a maximum clock tree buffer depth of 2.

The cell resize tally after clock tree synthesis is 0.

Layout
The area added between synthesis and finish is 19.3%. The flip-flop and latch area is 2700 um2. The filler cell count is 976. The register with the most flip-flops in the layout has 40 of them.

The final instance count without filler cells is 556. The layout summary lists the proportion of cells stronger than drive strength 1 as 18.3%. Summing all multi-input logic gate instances after layout gives 1720 um2.

Min path
The type of the most critical hold path is input port to async pin.

Flow run
The logs give a warning total of 30. The number of max-cap violations is 0.

Pwr
The total power per unit cell area is 406 nW/um2. Power comes to 2.15 mW. For this design the static power due to leakage is 2.41 nW. The highest supply drop recorded on VDD is 0.000210 V.

Run status
The flow ran to the end, and the final reports show no timing, DRC or antenna violations.
-- routing by layer --
layer / vias to the layer above / wire length [um] / GRT usage [%]
met3: 10 / 300 / 2.78
met1: 1344 / 3530 / 21.4
met5: - / 0 / 0
li1: 1329 / - / -
met4: 0 / 95 / 2.35
met2: 59 / 3230 / 21.2
-- placed cells by master, fill, tap and decap left out, drive strengths merged, types with 2 or more instances in the layout --
cell	instances
or3	2
nor4	11
nand2	29
xnor2	13
and2	4
o22ai	2
nor3	6
clkdlybuf4s50	42
clkbuf	9
mux2i	10
ha	8
dfrtp	108
clkinv	2
a21oi	2
nor2	23
inv	15
buf	5
a2111o	3
xor2	6
nand4	16
nor4b	4
nand3	13
nand2b	2
mux2	49
conb	19
-- synthesized netlist by cell type (all sizes together), types with 2 or more instances --
library cell and instances:
ha 8, nor2 23, xor2 6, mux2 49, nor3 6, mux2i 10, inv 11, nor4 11
o22ai 2, a21oi 2, nand2b 2, clkbuf 11, nand3 13, nand2 29, nor4b 4, dfrtp 108
nand4 16, or3 2, and2 4, xnor2 13, a2111o 3
-- critical path, delay by kind of cell (launching register included) --
family / cells / cell delay (ns)
and+or+nand+nor: 3 / 1.35
DFF: 1 / 0.44
muxes: 1 / 0.40
adders and majority gates: 1 / 0.15
buffers and inverters: 1 / 0.08
-- layout make-up --
cell class	count	share of cell area, %
clock buffers	9	2.34
repair buffers	47	8.64
inverters	11	0.779
flip-flops and latches	108	51.0
clock inverters	7	1.46
multi-input cells	234	32.4
well taps	140	3.31
-- worst paths after layout --
path                            cells past startpoint                                        to  slack (ns)
worst max-delay path                                6  uart_rx_inst.uart_rx_data[3]$_DFFE_PN0P_        1.09
worst min-delay path                                1       uart_bytes_data_reg[16]$_DFFE_PN0P_        0.35
worst max register to register                      6  uart_rx_inst.uart_rx_data[3]$_DFFE_PN0P_        1.09
worst min register to register                      0         uart_rx_inst.uart_rx_d2$_DFF_PN0_        0.36
max in group asynchronous                           2       uart_rx_inst.bit_cnt[1]$_DFFE_PN0P_        2.40
min in group clk0                                   0         uart_rx_inst.uart_rx_d2$_DFF_PN0_        0.36
-- power breakdown --
part	internal, mW	switching [mW]
logic	0.0617	0.0913
clock network	0.278	0.441
registers	1.25	0.0362
total	1.59	0.568
-- cells by family after synthesis --
group                      after synthesis
other                                    1
xor gates and xnor gates                19
and+or+nand+nor                        117
AOI/OAI and AO/OA                       12
DFF                                    108
buffers and inverters                   23
adders and majority gates                8
muxes                                   59
-- metrics by stage --
stage / cell area [um2] / hold WS, ns / utilization (%)
floorplan: 4510 / 0.331 / -
global placement: 5100 / 0.339 / 47.0
detailed placement: 5100 / 0.336 / 47.0
CTS: 5300 / 0.357 / 48.9
global route: 5300 / 0.371 / 48.9
finish: 5300 / 0.352 / 48.9
Power and IR drop assume default switching activity.
