File: design.v
module uart_bytes_tx
#(
	parameter	integer	BYTES 	 = 2			,				 
	parameter	integer	BPS		 = 9_600		,				 
	parameter 	integer	CLK_FRE	 = 50_000_000					 
)
(
	input 							sys_clk			,			 
	input 							sys_rst_n		,			 
	input	[(BYTES * 8 - 1):0] 	uart_bytes_data	,			 
	input							uart_bytes_en	,			 
	output							uart_bytes_done	,			 
	output 							uart_txd					 
);
reg	[(BYTES*8-1):0]		uart_bytes_data_reg;					 
reg						work_en;								 
reg	[9:0]				byte_cnt;								 
reg	[7:0]				uart_sing_data;							 
reg						uart_sing_en;							 
reg						uart_bytes_done_reg;					 
reg						uart_sing_done_reg;						 
wire					uart_sing_done;							 
assign uart_bytes_done = uart_bytes_done_reg;
always @(posedge sys_clk or negedge sys_rst_n)begin
	if(!sys_rst_n)
		uart_bytes_data_reg <= 0;
	else if(uart_bytes_en && ~work_en)							 
		uart_bytes_data_reg <= uart_bytes_data;					 
	else if(uart_sing_done)										
		uart_bytes_data_reg <= uart_bytes_data_reg >> 8;		 
	else 
		uart_bytes_data_reg <= uart_bytes_data_reg;
end	
always @(posedge sys_clk or negedge sys_rst_n)begin
	if(!sys_rst_n)
		work_en <= 1'b0;
	else if(uart_bytes_en && ~work_en)							 
		work_en <= 1'b1;										 
	else if(uart_sing_done && byte_cnt == BYTES - 1)			 
		work_en <= 1'b0;										 
	else 		
		work_en <= work_en;		
end			
always @(posedge sys_clk or negedge sys_rst_n)begin		
	if(!sys_rst_n)		
		byte_cnt <= 0;		
	else if(work_en)begin										 
		if(uart_sing_done && byte_cnt == BYTES - 1)				 
			byte_cnt <= 0;										
		else if(uart_sing_done)									 
			byte_cnt <= byte_cnt + 1'b1;						
		else		
			byte_cnt <= byte_cnt;			
	end		
	else														 
		byte_cnt <= 0;	
end
always @(posedge sys_clk or negedge sys_rst_n)begin
	if(!sys_rst_n)
		uart_sing_done_reg <= 0;
	else 
		uart_sing_done_reg <= uart_sing_done;	
end
always @(posedge sys_clk or negedge sys_rst_n)begin
	if(!sys_rst_n)
		uart_sing_data <= 8'd0;
	else if(uart_bytes_en && ~work_en)						 
		uart_sing_data <= uart_bytes_data[7:0];				 
	else if(uart_sing_done_reg)								 
		uart_sing_data <= uart_bytes_data_reg[7:0];			 
	else
		uart_sing_data <= uart_sing_data;					 
end
always @(posedge sys_clk or negedge sys_rst_n)begin
	if(!sys_rst_n)
		uart_sing_en <= 1'b0;
	else if(uart_bytes_en && ~work_en)						 
		uart_sing_en <= 1'b1;		
	else if(uart_sing_done_reg && work_en)					 
		uart_sing_en <= 1'b1;		
	else		
		uart_sing_en <= 1'b0;								 
end
always @(posedge sys_clk or negedge sys_rst_n)begin
	if(!sys_rst_n)
		uart_bytes_done_reg <= 1'b0;
	else if(uart_sing_done && byte_cnt == BYTES - 1)
		uart_bytes_done_reg <= 1'b1;
	else 
		uart_bytes_done_reg <= 1'b0;
end
uart_tx #(
	.BPS			(BPS			),		
	.CLK_FRE		(CLK_FRE		)		
)	
uart_tx_inst(	
	.sys_clk		(sys_clk		),			
	.sys_rst_n		(sys_rst_n		),
	.uart_tx_data	(uart_sing_data	),			
	.uart_tx_en		(uart_sing_en	),
	.uart_tx_done	(uart_sing_done	),
	.uart_txd		(uart_txd		)	
);
endmodule 
module uart_tx
#(
	parameter	integer	BPS		= 9_600		,	 
	parameter 	integer	CLK_FRE	= 50_000_000	 
)
(
	input 			sys_clk			,			 
	input 			sys_rst_n		,			 
	input	[7:0] 	uart_tx_data	,			 
	input			uart_tx_en		,			 
	output	reg		uart_tx_done	,			 
	output 	reg		uart_txd					 
);
localparam	integer	BPS_CNT  = CLK_FRE / BPS;	 
localparam	integer	BITS_NUM = 10			;	 
reg 		tx_state			;				 
reg [7:0]  	uart_tx_data_reg	;				 
reg [31:0] 	clk_cnt				;				 
reg [3:0]  	bit_cnt				;				 
always @(posedge sys_clk or negedge sys_rst_n)begin
	if(!sys_rst_n)
		uart_tx_data_reg <=8'd0;
	else if(uart_tx_en)							 
		uart_tx_data_reg <= uart_tx_data;		 
	else 
		uart_tx_data_reg <= uart_tx_data_reg;
end		
always @(posedge sys_clk or negedge sys_rst_n)begin
	if(!sys_rst_n)
		tx_state <=1'b0;	
	else if(uart_tx_en)												
		tx_state <= 1'b1;						 
	else if((bit_cnt == BITS_NUM - 1'b1) && (clk_cnt == BPS_CNT - 1'b1))		
		tx_state <= 1'b0;                                          		
	else 
		tx_state <= tx_state;	
end
always @(posedge sys_clk or negedge sys_rst_n)begin
	if(!sys_rst_n)
		uart_tx_done <=1'b0;
	else if((bit_cnt == BITS_NUM - 1'b1) && (clk_cnt == BPS_CNT - 1'b1))	                                         	
		uart_tx_done <=1'b1;										
	else 
		uart_tx_done <=1'b0;
end
always @(posedge sys_clk or negedge sys_rst_n)begin
	if(!sys_rst_n)begin
		clk_cnt <= 32'd0;
		bit_cnt <= 4'd0;
	end
	else if(tx_state) begin										 
		if(clk_cnt < BPS_CNT - 1'd1)begin						 
			clk_cnt <= clk_cnt + 1'b1;							 
			bit_cnt <= bit_cnt;									 
		end					
		else begin												 
			clk_cnt <= 32'd0;									 
			bit_cnt <= bit_cnt+1'b1;							 
		end					
	end					
	else begin													 
		clk_cnt <= 32'd0;                   					 
		bit_cnt <= 4'd0;                    					 
	end
end
always @(posedge sys_clk or negedge sys_rst_n)begin
	if(!sys_rst_n)
		uart_txd <= 1'b1;										 
	else if(tx_state)                                  			 
		case(bit_cnt)											 
			4'd0: uart_txd <= 1'b0;								 
			4'd1: uart_txd <= uart_tx_data_reg[0];     			 
			4'd2: uart_txd <= uart_tx_data_reg[1];     			 
			4'd3: uart_txd <= uart_tx_data_reg[2];     			 
			4'd4: uart_txd <= uart_tx_data_reg[3];     			 
			4'd5: uart_txd <= uart_tx_data_reg[4];     			 
			4'd6: uart_txd <= uart_tx_data_reg[5];     			 
			4'd7: uart_txd <= uart_tx_data_reg[6];     			 
			4'd8: uart_txd <= uart_tx_data_reg[7];     			 
			4'd9: uart_txd <= 1'b1;								 
			default:uart_txd <= 1'b1;			
		endcase			
	else 														 
		uart_txd <= 1'b1;										 
end
endmodule 
File: run.sh
#!/bin/bash
# OpenROAD 26Q1-2900-gdf79404cd8, Yosys 0.63+post, stock flow scripts
make -C /OpenROAD-flow-scripts/flow DESIGN_CONFIG=/design/flow/config.mk WORK_HOME=/design/flow/orfs finish
File: config.mk
export PLATFORM = sky130hd
export DESIGN_NAME = uart_bytes_tx
export DESIGN_NICKNAME = uart_bytes_tx
export VERILOG_FILES = /design/flow/design.v
export SDC_FILE = /design/flow/constraint.sdc
export NUM_CORES = 4
export LEC_CHECK = 1
export CORE_UTILIZATION = 40
File: constraint.sdc
current_design uart_bytes_tx

set clk_period 2.2
set clk_io_pct 0.2

create_clock -name clk0 -period $clk_period [get_ports {sys_clk}]

set non_clock_inputs [all_inputs -no_clocks]
set_input_delay [expr $clk_period * $clk_io_pct] -clock clk0 $non_clock_inputs
set_output_delay [expr $clk_period * $clk_io_pct] -clock clk0 [all_outputs]
==> GITHUB_STEP_SUMMARY <==
### Metrics collected by this job

| Metric | Value |
|---|---|
| Clk ins delay skew pair | `0.35 ns` |
| RSZ-0062 raised after global routing | `no` |
| Stage-log warning count | `29` |
| All-layer global routing usage | `14.9%` |
| Syn. warnings | `2` |
| Clock buffer depth | `2` |
| Mapped Cells | `333` |
| Top Layout Cells | `dfrtp_1 (84), nand2_1 (36), nor2_1 (28), a21oi_1 (25)` |
| Main synth FF type | `dfrtp_1` |
| CP max FO | `4` |
| Die Y | `98.6 um` |
| Run status | `finished clean` |
| GP Congestion | `0.829` |
| DR WL/cell | `12.7 um` |
| Clock Skew | `0.0129 ns` |
| Vias per cell | `5.00` |
| Arr. time, crit path | `2.01 ns` |
| Maximum VDD drop | `380 uV` |
| YS chip area | `3730 um2` |
| Critical Path RT | `2.43 ns` |
| Asr flop ratio synth | `100%` |
| Final period util | `80.9%` |
| # IOs | `21` |
| Most numerous logic cell after layout | `dfrtp_1` |
| Headroom to the max-slew limit | `61.1%` |
| Syn avg cell area | `11.2 um2` |
| HPWL Detailed | `4290 um` |
| Leakage | `1.85 nW` |
| TritonCTS clock tree | `built` |
| Setup crit start kind | `flop` |
| Final setup violation count | `0` |
| Max-slew violation count | `0` |
| Number of inserted diodes | `0` |
| Syn Std Cell Area | `3730 um2` |
| Die span in x | `98.6 um` |
| First-pass GRT wire length | `11400 um` |
| Critical register-to-register path startpoint | `uart_tx_inst.clk_cnt[0]` |
| Vias in the first global route | `2403` |
| CTS clk-pin slew, worst paths | `0.09 ns` |
| Area Growth Syn to Fin | `16.4%` |
| R2R setup slack | `0.42 ns` |
| Setup bufs post-CTS | `0` |
| Setup tns final | `0 ns` |
| Fp util | `42.0%` |
| Fmax | `562 MHz` |
| Area share, top type | `56.3%` |
| Worst Max-Slew Pin Slew | `0.583 ns` |
| Count of library flops with an enable pin | `0` |
| Layout cells sized above 1 | `11.1%` |
| Area contributors post-synth | `dfrtp_1 (56%), mux2i_1 (4.8%), nand2_1 (3.6%)` |
| Largest register FFs | `32` |
| WHS Endpoint | `uart_tx_inst.clk_cnt[0]` |
| Min Clock Period, post-route | `1.78 ns` |
| Worst r2r path cells | `5` |
| Synth area leader | `dfrtp_1` |
| Min-delay src | `uart_tx_inst.clk_cnt[0]` |
| Clock sinks | `85` |
| Total of max-cap violations | `0` |
| Power Density | `672 nW/um2` |
| Hold Path Class | `reg2reg` |
| H-Tree Depth | `3` |
| DRT antenna net count | `0` |
| Cell variety after synth | `46` |
| Min Hold Slack | `0.472 ns` |
| Rows | `34` |
| Synth Seq Share | `57.0%` |
| Hold Fails Final Rpt | `0` |
| Crit. End Element | `flop` |
| Root buffer cell | `clkbuf_8` |
| Core box area | `8890 um2` |
| Largest net degree at the start of global routing | `60` |
| Hold Crit Depth | `1` |
| Final WL | `6190 um` |
| GRT overflow | `0` |
| Buffers added on ports | `20` |
| Setup CP Type | `reg2reg` |
| Number of cells in Yosys stat | `333` |
| DRT Pass-1 Iters | `4` |
| Post-synth regs | `85` |
| Residual DRC | `0` |
| CTS Buf Count | `9` |
| FF-to-FF End | `uart_tx_inst.bit_cnt[2]` |
| Die area | `9730 um2` |
| DRT iter0 DRCs | `120` |
| Initial antenna violation count | `0` |
| Routed vias | `2437` |
## worst max path at each step
stage / startpoint / end / slack, ns / cells after the start
finish: uart_tx_inst.clk_cnt[0] / uart_tx_inst.bit_cnt[2] / 0.42 / 5
global route: uart_tx_inst.clk_cnt[0] / uart_tx_inst.tx_state / 0.26 / 5
CTS: uart_tx_inst.uart_txd / uart_txd / 0.41 / 1
## synth_stat cells, types with 2 or more instances
cell,count
a21oi_1,25
a22oi_1,2
and3_1,5
and4_1,5
buf_2,2
clkbuf_1,10
dfrtp_1,84
ha_1,7
inv_1,7
mux2_2,8
mux2i_1,18
nand2_1,36
nand2b_1,3
nand3_1,9
nand3b_1,9
nand4_1,6
nand4b_1,2
nor2_1,28
nor2b_1,3
nor3_1,4
nor3_2,2
nor3b_1,2
nor4_1,7
nor4_2,5
o2111ai_1,2
o21a_1,3
o21ai_0,2
or4_1,4
xnor2_1,7
xor2_1,10
## what timing repair did
action,4_1_cts,5_1_grt
endpoints found under the hold margin,14,0
resized,0,0
setup endpoints to repair,0,0
hold buffers,1,0
## per-layer routing
| layer | wire length (um) | part of all wire (%) | vias to the layer above | global-route usage (%) |
|---|---|---|---|---|
| met4 | 99 | 1.6 | 0 | 1.95 |
| met2 | 2860 | 46 | 22 | 22.3 |
| li1 | - | - | 1239 | - |
| met3 | 156 | 2.5 | 10 | 3.10 |
| met5 | 0 | 0 | - | 0 |
| met1 | 3070 | 50 | 1166 | 24.0 |
## power by group
group          internal, mW  total, mW  switching [mW]
Sequential             1.61       1.64          0.0277
Clock                 0.576       1.16           0.588
Combinational        0.0620      0.121          0.0586
Total                  2.25       2.92           0.674
## final cells by class
| class | instances | area (um2) |
|---|---|---|
| clock buffer | 10 | 138 |
| clock inverter | 6 | 75.1 |
| fill | 805 | 4540 |
| inverter | 7 | 26.3 |
| multi-input combinational | 246 | 1600 |
| sequential | 85 | 2130 |
| tap | 108 | 135 |
| timing repair buffer | 25 | 250 |
## stage by stage
| step | power (mW) | instances | cell area [um2] | setup slack [ns] | util, % |
|---|---|---|---|---|---|
| floorplan | 1.71 | 351 | 3800 | 0.597 | - |
| global placement | 1.79 | 470 | 4130 | 0.494 | 46.4 |
| detailed placement | 1.79 | 470 | 4130 | 0.447 | 46.4 |
| CTS | 2.97 | 487 | 4350 | 0.414 | 48.9 |
| global route | 3.08 | 487 | 4350 | 0.263 | 48.9 |
| finish | 2.92 | 487 | 4350 | 0.420 | 48.9 |
## cell families (layout without fill, tap and decap cells)
logic type | Yosys count | count (layout) | share of synthesized area [%]
and+or+nand+nor | 136 | 136 | 20.7
DFF | 85 | 85 | 57.0
AOI/OAI and AO/OA | 41 | 41 | 6.57
muxes | 26 | 26 | 7.24
buffers and inverters | 20 | 48 | 2.08
xor gates and xnor gates | 17 | 17 | 3.99
adders and majority gates | 7 | 7 | 2.34
other | 1 | 19 | 0.100
## critical path, cell delays in order (launching register included)
cell and delay [ns]:
dfrtp_1 0.38, ha_1 0.22, a21oi_1 0.10, o21ai_1 0.28, a2111oi_0 0.15, or4_1 0.53
Power is estimated from default activity; no workload was simulated.
